[config.mk]
export PLATFORM = sky130hd
export DESIGN_NAME = wptr_full
export DESIGN_NICKNAME = wptr_full
export VERILOG_FILES = /design/flow/design.v
export SDC_FILE = /design/flow/constraint.sdc
export NUM_CORES = 4
export LEC_CHECK = 1
export CORE_AREA = 10 10 75 75
export DIE_AREA = 0 0 85 85
[constraint.sdc]
current_design wptr_full

set clk_period 2.4
set clk_io_pct 0.2

create_clock -name clk0 -period $clk_period [get_ports {clk}]

set non_clock_inputs [all_inputs -no_clocks]
set_input_delay [expr $clk_period * $clk_io_pct] -clock clk0 $non_clock_inputs
set_output_delay [expr $clk_period * $clk_io_pct] -clock clk0 [all_outputs]
[design.v]
`timescale 1ns / 1ps
module gray_counter #(parameter n=4)(
    input clk,
    input rst_n,     
    input inc,
    input full_empty,      
    output [n-1:0] bptr,
    output reg [n:0] gptr, galmost_ptr
);
    reg [n:0] bin;
    wire [n:0] bnext;
    wire [n:0] gnext;
    wire [n:0] balmost;
    wire [n:0] galmost;
    always @(posedge clk, negedge rst_n) begin
        if(!rst_n) begin
            bin <= {n{1'b0}};
            gptr <= {n{1'b0}};
        end
        else begin
            bin <= bnext;
            gptr <= gnext;
        end
    end
    assign bnext = bin + (inc & ~full_empty);
    assign gnext = (bnext>>1) ^ bnext;
    assign bptr = bin[n-1:0];
    assign balmost = bnext + 1'd1;
    assign galmost = (balmost>>1) ^ balmost;
    always @(posedge clk or negedge rst_n) begin
        if (~rst_n) galmost_ptr <= {n{1'b0}};
        else galmost_ptr <= galmost;
    end
endmodule
`timescale 1ns / 1ps
module wptr_full #(parameter n=4)(
    input clk,
    input wrst_n,
    input winc,
    input afull_n, aalmost_full_n,
    output [n:0] w_gptr, w_galmost_ptr,
    output [n-1:0] w_bptr,
    output reg wfull, walmost_full
);
    reg wfull1, walmost_full1;
    gray_counter #(.n(n)) write_counter (
        .clk(clk),
        .rst_n(wrst_n),
        .inc(winc),
        .full_empty(wfull),
        .bptr(w_bptr),
        .gptr(w_gptr),
        .galmost_ptr(w_galmost_ptr)
    );
    always @(posedge clk or negedge wrst_n or negedge afull_n) begin
        if      (!wrst_n) begin
                            wfull1 <= 0;   
                            wfull <= 0;
                          end
        else if (!afull_n) begin
                            wfull1 <= 1;   
                            wfull <= 1;
                           end
        else             begin
                            wfull1 <= ~afull_n;
                            wfull <= wfull1;
                         end
    end
//    synopsys translate_off
    always @(wrst_n or afull_n) begin
        if   (wrst_n && !afull_n) force wfull1 = 1;
        else                 release wfull1;
    end
    always @(wrst_n or afull_n) begin
        if   (wrst_n && !afull_n) force wfull = 1;
        else                 release wfull;
    end
//    synopsys translate_on
    always @(posedge clk or negedge wrst_n or negedge aalmost_full_n) begin
        if      (!wrst_n) begin
                            walmost_full1 <= 0;   
                            walmost_full <= 0;
                          end
        else if (!aalmost_full_n) begin
                            walmost_full1 <= 1;   
                            walmost_full <= 1;
                           end
        else             begin
                            walmost_full1 <= ~aalmost_full_n;
                            walmost_full <= walmost_full1;
                         end
    end
//    synopsys translate_off
    always @(wrst_n or aalmost_full_n) begin
        if   (wrst_n && !aalmost_full_n) force walmost_full1 = 1;
        else                 release walmost_full1;
    end
    always @(wrst_n or aalmost_full_n) begin
        if   (wrst_n && !aalmost_full_n) force walmost_full = 1;
        else                 release walmost_full;
    end
//    synopsys translate_on
endmodule
[run.sh]
#!/bin/bash
# OpenROAD 26Q1-2900-gdf79404cd8, Yosys 0.63+post, stock flow scripts
make -C /OpenROAD-flow-scripts/flow DESIGN_CONFIG=/design/flow/config.mk WORK_HOME=/design/flow/orfs finish
==> flow_metrics.tcl <==
# place-and-route summary
set metrics [dict create \
    grt_usage_pct 4.21 \
    crit_top_cell "ha_2" \
    synth_area_um2 772 \
    clock-skew-final_ns 0.00215 \
    fp.dieW_um 85 \
    yosysWarnings 7 \
    power.total_uw 1590 \
    rrSetupSlack_ns 0.39 \
    synth.avg_cell_area_um2 15.1 \
    crit_type "in2reg" \
    grt_pass1_vias 494 \
    edf_count 0 \
    fp.dieH_um 85 \
    warning_count 29 \
    dr_wl_met3_um 116 \
    top_area_share_pct 45.4 \
    antenna_cells_inserted 0 \
    peakVddDrop_uv 343 \
    rows 23 \
    cpPeakStageDelay_ns 0.46 \
    crit_slowest_cell "clkdlybuf4s50_1" \
    fin_crit_ns 2.27 \
    core_area_um2 4060 \
    cts_buffers 3 \
    via_count 498 \
    highest_layer "met4" \
    crit_arrival_ns 2.40 \
    drtIter0Drc 16 \
    clk_latency_ns 0.25 \
    async_flop_share_pct 100 \
    startpoint "winc" \
    min_period_over_period_pct 94.6 \
    syn-instance-count 51 \
    p_per_area_nw_per_um2 1330 \
    grt_pass1_wl_um 2570 \
    critPathCaptureType "flip-flop" \
    finalSetupTns_ns 0 \
    pin_count 21 \
    min_path_type "reg2reg" \
    layout-drive-gt1-share_pct 26.5 \
    ff_latch_area_um2 480 \
    ys_seq_share_pct 62.2 \
    maxCapViolations 0 \
    common_cells "14 x dfrtp_1, 5 x nand2_1, 4 x dfbbp_1, 4 x ha_1, 4 x xnor2_1" \
    critical_path.max_fanout 2 \
    worst-path-buf-inv 2 \
    dr_wl_met2_um 780 \
    reg2reg_from "wfull$_DFFSR_PPN_" \
    routabilityCongestion 0.721 \
    syn_to_final_growth_pct 54.5 \
    viasPerCell 3.74 \
    wl_um 1590 \
    synth_top_flop_cell "dfrtp_1" \
    synth.most_common_cell "dfrtp_1" \
    maxSlewHeadroom_pct 65.9 \
    m1WireLength_um 655 \
    hpwl_um 1170 \
    maxSlewViolCount 0 \
    p_leak_uw 0.000521 \
    port_buffers 20 \
    combGateArea_um2 315 \
    antenna_found_initial 0 \
    cts_tree "built" \
    drt_pass1_iterations 4 \
    synth_top_cell_by_area "dfrtp_1" \
    yosys-stat-area_um2 772 \
    grt_max_degree 15 \
    cts.sink_count 18 \
    dieArea_um2 7230 \
    wl_per_cell_um 11.9 \
    tightest_slew_ns 0.509 \
    status "finished, final reports clean" \
    fp_util_pct 19.0 \
    cts-htree-levels 1 \
    worstPathRequired_ns 2.53 \
    cts_buffer_depth 2 \
    crit_path_cell_trace "clkdlybuf4s50_1 > nor2b_2 > ha_2 > buf_4 > nand3_4 > xnor2_2 > ha_2 > nand2_1 > mux2i_1 > xnor3_1" \
    topCellsByArea "dfrtp_1 45%, dfbbp_1 17%, ha_1 6.5%, xnor3_1 5.8%, xnor2_1 4.5%" \
    startpoint_type "input port" \
    ys_ff 18 \
    holdBufCountCts 0 \
    setup_violations 0 \
    overflow 0 \
    max_freq_mhz 441 \
    cts_root_buffer "clkbuf_8" \
    drc 0 \
    stdcell_area_um2 1190 \
    crit_family "buffers and inverters" \
    path_clk_slew_ns 0.07 \
    yosys.cell_types.count 20 \
    antenna_left 0 \
    place_area_um2 1080 \
    finalHoldViolations 0 \
    rsz0062_at_grt "no" \
    ys_cells 51 \
    nFillCells 388 \
    hp-start "wfull1$_DFFSR_PPN_" \
]
## metrics by stage
| step | cells | worst slack [ns] | util [%] | hold WS (ns) |
|---|---|---|---|---|
| floorplan | 51 | 0.328 | - | 0.184 |
| global placement | 127 | -0.143 | 26.7 | 0.505 |
| detailed placement | 127 | -0.151 | 26.7 | 0.506 |
| CTS | 131 | 0.0824 | 28.1 | 0.516 |
| global route | 133 | 0.0637 | 29.4 | 0.518 |
| finish | 133 | 0.131 | 29.4 | 0.516 |
## layout by cell type, fill, tap and decap left out
cell,instances
nand4_1,1
nor2b_2,1
nand3_4,1
clkdlybuf4s50_1,20
ha_4,1
a21bo_2,1
inv_1,3
buf_4,9
nand2b_1,1
ha_2,2
xnor2_2,1
ha_1,1
nor2_1,1
o2bb2ai_2,1
xnor2_1,4
clkbuf_8,4
dfrtp_1,14
xnor3_1,2
xor2_1,2
nand3_1,2
mux2i_1,1
xor2_4,1
nand2_1,5
dfbbp_1,4
## what timing repair did
item	4_1_cts	5_1_grt
resized	0	7
endpoints found under the setup margin	0	2
setup buffers	0	2
## routing by layer
metal | global-route usage [%] | vias up
li1 | - | 232
met1 | 5.37 | 254
met2 | 6.40 | 10
met3 | 1.73 | 2
met4 | 1.20 | 0
met5 | 0 | -
## flip-flops by register name (all words and copies together) (netlist names)
name,cells
walmost_full,1
walmost_full1,1
wfull,1
wfull1,1
write_counter.bin,4
write_counter.galmost_ptr,5
write_counter.gptr,5
## power by group
part	internal, uW	total [uW]	switching (uW)
Sequential	452	555	103
Clock	146	245	99.4
Combinational	537	786	249
## final timing paths
check                                                               to  cells after the start
worst min register to register                       wfull$_DFFSR_PPN_                      0
worst max-delay path            write_counter.galmost_ptr[3]$_DFF_PN0_                     10
worst min-delay path                                 wfull$_DFFSR_PPN_                      0
min in group asynchronous              write_counter.gptr[1]$_DFF_PN0_                      1
max in group asynchronous                     walmost_full$_DFFSR_PPN_                      1
worst max register to register  write_counter.galmost_ptr[3]$_DFF_PN0_                      9
## worst reg2reg max path, stage by stage (launching register included)
cell     delay [ns]
dfbbp_1        0.46
nor2b_2        0.11
ha_2           0.21
buf_4          0.13
nand3_4        0.08
xnor2_2        0.21
ha_2           0.23
nand2_1        0.07
mux2i_1        0.16
xnor3_1        0.23
## cell families after synthesis
kind of cell	count (synthesis)	synth area share, %
muxes	1	1.30
xor gates and xnor gates	10	16.9
and+or+nand+nor	12	7.94
adders and majority gates	4	6.48
DFF	18	62.2
AOI/OAI and AO/OA	2	3.24
buffers and inverters	4	1.94
## layout make-up
| cell class | instances | share of cell area (%) |
|---|---|---|
| tap | 50 | 5.25 |
| clock buffer | 4 | 4.62 |
| timing repair buffer | 29 | 22.5 |
| multi-input combinational | 29 | 26.4 |
| sequential | 18 | 40.3 |
| inverter | 3 | 0.944 |
Power and IR drop assume default switching activity.
