--- ./design.v ---
`timescale 1ns / 1ps
module gray_counter #(parameter n=4)(
    input clk,
    input rst_n,     
    input inc,
    input full_empty,      
    output [n-1:0] bptr,
    output reg [n:0] gptr, galmost_ptr
);
    reg [n:0] bin;
    wire [n:0] bnext;
    wire [n:0] gnext;
    wire [n:0] balmost;
    wire [n:0] galmost;
    always @(posedge clk, negedge rst_n) begin
        if(!rst_n) begin
            bin <= {n{1'b0}};
            gptr <= {n{1'b0}};
        end
        else begin
            bin <= bnext;
            gptr <= gnext;
        end
    end
    assign bnext = bin + (inc & ~full_empty);
    assign gnext = (bnext>>1) ^ bnext;
    assign bptr = bin[n-1:0];
    assign balmost = bnext + 1'd1;
    assign galmost = (balmost>>1) ^ balmost;
    always @(posedge clk or negedge rst_n) begin
        if (~rst_n) galmost_ptr <= {n{1'b0}};
        else galmost_ptr <= galmost;
    end
endmodule
`timescale 1ns / 1ps
module rptr_empty #(parameter n=4)(
    input clk,
    input rrst_n,
    input rinc,
    input aempty_n, aalmost_empty_n,
    output [n:0] r_gptr, r_galmost_ptr,
    output [n-1:0] r_bptr,
    output reg rempty, ralmost_empty
);
    reg rempty1, ralmost_empty1;
    gray_counter #(.n(n)) read_counter (
        .clk(clk),
        .rst_n(rrst_n),
        .inc(rinc),
        .full_empty(rempty),
        .bptr(r_bptr),
        .gptr(r_gptr),
        .galmost_ptr(r_galmost_ptr)
    );
    always @(posedge clk, negedge aempty_n) begin
        if(~aempty_n) begin
            rempty1 <= 1'b1;
            rempty <= 1'b1;
        end
        else begin
            rempty1 <= ~aempty_n;
            rempty <= rempty1;
        end
    end
    always @(posedge clk, negedge aalmost_empty_n) begin
        if(~aalmost_empty_n) begin
            ralmost_empty1 <= 1'b1;
            ralmost_empty <= 1'b1;
        end
        else begin
            ralmost_empty1 <= ~aalmost_empty_n;
            ralmost_empty <= ralmost_empty1;
        end
    end
endmodule
--- ./run.sh ---
#!/bin/bash
# OpenROAD 26Q1-2900-gdf79404cd8, Yosys 0.63+post, stock flow scripts
make -C /OpenROAD-flow-scripts/flow DESIGN_CONFIG=/design/flow/config.mk WORK_HOME=/design/flow/orfs finish
--- ./config.mk ---
export PLATFORM = sky130hd
export DESIGN_NAME = rptr_empty
export DESIGN_NICKNAME = rptr_empty
export VERILOG_FILES = /design/flow/design.v
export SDC_FILE = /design/flow/constraint.sdc
export NUM_CORES = 4
export LEC_CHECK = 1
export CORE_AREA = 10 10 73 73
export DIE_AREA = 0 0 83 83
--- ./constraint.sdc ---
current_design rptr_empty

set clk_period 2.2
set clk_io_pct 0.2

create_clock -name clk0 -period $clk_period [get_ports {clk}]

set non_clock_inputs [all_inputs -no_clocks]
set_input_delay [expr $clk_period * $clk_io_pct] -clock clk0 $non_clock_inputs
set_output_delay [expr $clk_period * $clk_io_pct] -clock clk0 [all_outputs]
==> impl_metrics.toml <==
# flow metrics
[global_routing]
grt_max_degree = 15
antenna_found_initial = 0
track_usage = 0.0394
grt_pass1_wl_mm = 2.33
globalRoute.totalOverflow = 0
grt_pass1_vias = 487

[routing]
drc = 0
drt_iter0_markers = 10
antenna_left = 0
wl_met3_um = 60
insertedDiodeCount = 0
vias = 455
wl_met1_um = 604
met2RoutedLength_um = 723
drt-total-wl_mm = 1.40
first_pass_iters = 3
drt-wirelength-per-cell_um = 10.7
vias_per_cell = 3.47
dr.max_layer_used = "met4"

[cts]
htree_levels = 1
cts_buffer_depth = 2
numCtsBuffers = 3
clock_latency_ns = 0.25
clockRootBuffer = "clkbuf_8"
ctsHoldBuffers = 0
cts_tree = "yes"
clk_pin_slew_ns = 0.06
clock-sinks = 18

[timing]
hold_violations = 0
fmax_ghz = 0.515
final_max_slew_viol_count = 0
setup_viol = 0
slew_headroom = 0.590
fin_skew_ns = 0.00200
tightest_slew_ns = 0.614
fin_crit_ns = 1.94
grt_setup_unrepaired = "false"
fin_crit_sh = 0.882
setup_ws_ns = 0.259

[floorplanning]
fp.coreArea_sq_mm = 0.00374
die_y_um = 83
io_pins = 21
core.rowCount = 22
fp_util = 0.198
die_x_um = 83
chipArea_sq_mm = 0.00689

[finish]
layout.cells.non_filler = 131
drive_above_1_share = 0.349
design_area_sq_mm = 0.00120
area.growth.synth_to_final_pct = 62.3
final_core_util = 0.321
fillers = 366

[setup_path]
worst_setup_path_end_kind = "flop"
critPathKind = "reg -> reg"
cp_data_required_time_ns = 2.32
cp_max_fo = 3
crit_arrival_ns = 2.06
cp-start-kind = "flop"

[placement]
numPortBuffers = 20
place.gp.congestion = 0.769
dpl.hpwl_mm = 1.12
preCtsSetupSlack_ns = -0.298
dp_cells = 123
postPlaceCellArea_sq_mm = 0.00105

[power_and_ir_drop]
power_frac_seq = 0.347
ir_worst_vdd_uv = 306
combPwrFrac = 0.522
switching_share = 0.284
powerDensity_mw_per_mm2 = 1440
leakage_nw = 0.524
p_sw_uw = 491
p_int_mw = 1.24
pwr-share-clk = 0.132

[run_status]
status = "finished clean"

[run]
warnings = 25
drv_cap = 0

[logic_synthesis]
postSynthAreaPerCell_sq_um = 15.1
syn_area_sq_um = 739
synth-seq-area-share = 0.616
ys_warn_count = 2
ys_types = 20
synth_flops = 18
yosysCellCount = 49
syn_inst = 49
ys_area_sq_um = 739

[min_path]
hp-class = "reg -> reg"
## area by class of cell
type / count / area (sq um) / area share
clock buffers: 4 / 45.0 / 0.0375
well taps: 48 / 60.1 / 0.0501
flip-flops and latches: 18 / 455 / 0.380
multi-input cells: 27 / 339 / 0.283
repair buffers: 31 / 289 / 0.241
inverters: 3 / 11.3 / 0.00938
## logic make-up after synthesis
kind of cell | share of synthesized area
simple gates | 0.0728
buf+inv | 0.0203
flops | 0.616
mux | 0.0135
compound gates | 0.0338
xor+xnor | 0.176
fa+ha+maj | 0.0677
## flip-flops by register name, summed over array words and instances (netlist names)
register,flops
read_counter.gptr,5
rempty1,1
rempty,1
read_counter.bin,4
ralmost_empty1,1
read_counter.galmost_ptr,5
ralmost_empty,1
## power groups by stage
stage	combinational (mW)	sequential [mW]	clock [mW]
after CTS	0.853	0.573	0.240
after global routing	0.989	0.621	0.248
final	0.903	0.600	0.228
## critical path: stages (launching register included)
cell      delay, ns
dfstp_2        0.55
nor2b_4        0.05
ha_4           0.16
ha_4           0.17
xor2_4         0.16
ha_2           0.20
nand2b_1       0.13
mux2i_1        0.16
xnor3_1        0.24
## cells in the final DEF, fill, tap and decap left out, types with 2 or more instances in the layout
master	Yosys	final
buf_4	0	10
clkbuf_8	0	3
clkdlybuf4s50_1	0	19
dfrtp_1	14	14
dfstp_2	4	4
ha_2	0	2
ha_4	0	2
inv_1	3	3
nand2_1	3	2
nand3_1	2	2
xnor2_1	4	4
xnor3_1	2	2
xor2_1	2	2
## worst paths after layout
path,startpoint,end,slack [ns],depth (start not counted)
worst max-delay path,rempty,read_counter.galmost_ptr[3],0.26,8
worst min-delay path,ralmost_empty1,ralmost_empty,0.36,0
worst max register to register,rempty,read_counter.galmost_ptr[3],0.26,8
worst min register to register,ralmost_empty1,ralmost_empty,0.36,0
max in group asynchronous,rrst_n,read_counter.bin[3],1.23,1
min in group asynchronous,aempty_n,rempty,0.55,1
## per-stage QoR
step                      hold WS [ns]  power, mW  setup TNS [ns]
final                            0.356       1.73               0
after floorplan                  0.144      0.952               0
after detailed placement         0.348       1.39          -0.558
after CTS                        0.357       1.67               0
after global routing             0.364       1.86               0
after global placement           0.347       1.40          -0.487
## layer usage
metal / vias up / GRT usage
met2: 11 / 0.0649
li1: 228 / -
met3: 2 / 0.0118
met4: 0 / 0.0108
met5: - / 0
met1: 214 / 0.0486
## what timing repair did
item,CTS,global route
setup buffers,1,3
setup endpoints to repair,1,2
resized,4,10
pin swaps,2,2
## cell usage after synthesis
library cell	instances	area (sq um)
o2bb2ai_2	1	15.0
inv_1	3	11.3
nand3_2	1	10.0
xnor2_1	4	35.0
nand3_1	2	10.0
a21bo_2	1	10.0
nand2b_1	1	6.26
nand4_1	1	6.26
ha_1	4	50.1
nor2b_1	1	6.26
xor2_2	1	16.3
mux2i_1	1	10.0
clkbuf_1	1	3.75
nor2_1	1	3.75
xnor3_1	2	45.0
dfstp_2	4	105
dfrtp_1	14	350
nand2_1	3	11.3
xnor2_2	1	16.3
xor2_1	2	17.5
Power is estimated from default activity; no workload was simulated.
