File: flow/run.sh
#!/bin/bash
# OpenROAD 26Q1-2900-gdf79404cd8, Yosys 0.63+post, stock flow scripts
make -C /OpenROAD-flow-scripts/flow DESIGN_CONFIG=/design/flow/config.mk WORK_HOME=/design/flow/orfs finish
File: flow/constraint.sdc
current_design fifomem

set clk_period 2.7
set clk_io_pct 0.2

create_clock -name clk0 -period $clk_period [get_ports {clk}]

set non_clock_inputs [all_inputs -no_clocks]
set_input_delay [expr $clk_period * $clk_io_pct] -clock clk0 $non_clock_inputs
set_output_delay [expr $clk_period * $clk_io_pct] -clock clk0 [all_outputs]
File: flow/design.v
`timescale 1ns / 1ps
module fifomem #(parameter n=4,
                 parameter DATA=8,
                 parameter DEPTH=16)(
    input clk,
    input wclken,
    input [n-1:0] waddr,
    input [n-1:0] raddr,
    input [DATA-1:0] wdata,
    output [DATA-1:0] rdata
);
    reg [DATA-1:0] MEM [0:DEPTH-1];
    assign rdata = MEM[raddr];
    always @(posedge clk) begin
        if(wclken) MEM[waddr] <= wdata;
        else MEM[waddr] <= MEM[waddr];
    end
endmodule
File: flow/config.mk
export PLATFORM = sky130hd
export DESIGN_NAME = fifomem
export DESIGN_NICKNAME = fifomem
export VERILOG_FILES = /design/flow/design.v
export SDC_FILE = /design/flow/constraint.sdc
export NUM_CORES = 4
export LEC_CHECK = 1
export CORE_UTILIZATION = 50
==> impl_metrics.env <==
# physical design summary
export IMPL_critPathKind="in2out"
export IMPL_grt_first_pass_wirelength_um=15410
export IMPL_die_h_um=101.9
export IMPL_fillers=656
export IMPL_route_detailed_drc=0
export IMPL_dpl_cell_area_um2=5568
export IMPL_antenna_found_initial=0
export IMPL_ys_types=18
export IMPL_htreeDepth=4
export IMPL_critPathArrivalTime_ns=2.09
export IMPL_synthFlopType="edfxtp_1"
export IMPL_slew_headroom=0.6016
export IMPL_drv_slew=0
export IMPL_core_area_um2=9729
export IMPL_max_slew_worst_pin_slew_ns=0.5958
export IMPL_start_kind="input port"
export IMPL_power_mw=4.594
export IMPL_cts_root_buf="clkbuf_8"
export IMPL_yosys_area_top_type="edfxtp_1"
export IMPL_setup_violations=0
export IMPL_p_clk_frac=0.448
export IMPL_drv_cap=0
export IMPL_drtIter0Drc=103
export IMPL_largest_register_ffs=128
export IMPL_synth_area_um2=4987
export IMPL_vias=2470
export IMPL_die_area_um2=10380
export IMPL_cts_buffer_depth=2
export IMPL_stdcell_count=437
export IMPL_fp_dieW_um=101.9
export IMPL_cpMaxStageDelayCell="mux4_2"
export IMPL_powerDensity_nw_per_um2=727.6
export IMPL_synth_top_cell_area_share=0.7707
export IMPL_power_share_switching=0.2139
export IMPL_avgSynthCellArea_um2=22.57
export IMPL_p_leak_nw=2.124
export IMPL_warning_count=26
export IMPL_p_switching_mw=0.9826
export IMPL_ys_flops=128
export IMPL_numPortBuffers=25
export IMPL_common_cells="128 x edfxtp_1, 18 x mux4_2, 16 x a22oi_1"
export IMPL_cts_sink_count=128
export IMPL_endpoint_kind="primary output"
export IMPL_holdPathEnd="MEM[5][3]"
export IMPL_p_comb_frac=0.065
export IMPL_top_cell="edfxtp_1"
export IMPL_cts_hold_buf=0
export IMPL_gr_usage_all_layers=0.2373
export IMPL_drt_wl_total_um=10020
export IMPL_dr_pass1_iters=4
export IMPL_area_leaders="edfxtp_1 77%, mux4_2 8.1%, mux4_1 7.4%, a22oi_1 2.4%, nor2_1 0.98%"
export IMPL_synthCells=221
export IMPL_dp_hpwl_um=6126
export IMPL_vias_per_cell=5.652
export IMPL_drive_gt1_frac=0.3914
export IMPL_yosysChipArea_um2=4987
export IMPL_pin_count=26
export IMPL_globalRoute_totalOverflow=0
export IMPL_grt_max_degree=17
export IMPL_path_cells="buf_12 -> buf_16 -> buf_4 -> mux4_2 -> a22oi_2 -> nand2_1 -> clkdlybuf4s50_1"
export IMPL_fin_area_um2=6314
export IMPL_cts_tree="built"
export IMPL_placed_cells=398
export IMPL_p_seq_frac=0.487
export IMPL_rows=36
export IMPL_required_ns=2.16
export IMPL_irDropWorstVdd_v=0.0004235
export IMPL_period_minus_slack_ns=2.633
export IMPL_area_growth_pct=26.59
export IMPL_first_global_vias=2757
export IMPL_hold_viol_final=0
export IMPL_worstHoldPathType="in2reg"
export IMPL_wl_per_cell_um=22.93
export IMPL_synth_warnings=1
export IMPL_cts_made_buffers=17
export IMPL_fin_util=0.6489
export IMPL_ys_seq_frac=0.7707
export IMPL_async_flop_share=0
export IMPL_p_int_mw=3.611
export IMPL_gp_congestion=0.7820
export IMPL_initial_utilization=0.5126
export IMPL_rsz0062_at_grt="false"
export IMPL_regMostFlops="MEM"
export IMPL_reg_largest_list="MEM (128)"
export IMPL_edf_count=128
export IMPL_finalClockPeriodUsage=0.9751
export IMPL_holdCritStartpoint="wdata[3]"
export IMPL_postRouteAntennaNets=0
export IMPL_path_clk_slew_ns=0.06
export IMPL_slowest_delay_ns=0.54
export IMPL_holdPathStages=1
export IMPL_yosys_cells=221
export IMPL_status="finished clean"
export IMPL_max_freq_mhz=379.8
export IMPL_crit_fanout=4
export IMPL_n_antenna_cell=0
==> worst max-delay path, delay by kind of cell <==
family                 cells  cell delay, ns
buffers and inverters      4            0.73
AOI/OAI and AO/OA          1            0.19
muxes                      1            0.54
and+or+nand+nor            1            0.08
==> power groups by stage <==
| stage | clock network, mW | registers [mW] | logic [mW] |
|---|---|---|---|
| 6_report | 2.06 | 2.24 | 0.297 |
| 5_1_grt | 2.19 | 2.24 | 0.321 |
| 4_1_cts | 2.09 | 2.24 | 0.286 |
==> per-stage QoR <==
step	TNS (ns)	setup WS [ns]	hold slack, ns
6_report	0	0.06720	0.9744
5_1_grt	0	0.001379	1.013
4_1_cts	-0.008981	-0.008981	0.9798
3_5_place_dp	-1.436	-0.2131	1.517
3_3_place_gp	-1.364	-0.2093	1.484
2_1_floorplan	0	0.6124	0.6389
==> metal layers <==
| metal | wire (µm) | track usage | part of all wire | up-vias |
|---|---|---|---|---|
| li1 | - | - | - | 1080 |
| met1 | 3649 | 0.3483 | 0.36 | 1225 |
| met2 | 4810 | 0.3493 | 0.48 | 155 |
| met3 | 1469 | 0.1572 | 0.15 | 10 |
| met4 | 89 | 0.02088 | 0.0089 | 0 |
| met5 | 0 | 0 | 0 | - |
==> cell usage in the layout (no fill, tap or decap), drive strengths merged, types with 2 or more instances in the layout <==
cell type,synthesis,layout
a22oi,16,16
buf,7,37
clkbuf,0,17
clkdlybuf4s50,0,18
clkinv,0,7
clkinvlp,0,4
dlymetal6s2s,0,5
edfxtp,128,128
inv,0,3
mux4,32,32
nand2,9,9
nand2b,2,2
nand3b,2,2
nor2,13,13
nor3,4,4
==> cell families after synthesis <==
kind of cell | synth area share
buf+inv | 0.01731
mux | 0.1550
compound gates | 0.02409
flops | 0.7707
simple gates | 0.03287
==> cell type report <==
class | count | area (µm²) | share of cell area
clock inverters | 15 | 136.4 | 0.02160
multi-input cells | 83 | 1100 | 0.1742
clock buffers | 17 | 414.1 | 0.06560
flip-flops and latches | 128 | 3844 | 0.6088
repair buffers | 61 | 653.1 | 0.1034
well taps | 133 | 166.4 | 0.02636
==> what timing repair did <==
item / 4_1_cts / 5_1_grt
resized: 23 / 27
gates cloned: 3 / 0
setup buffers: 2 / 2
endpoints found under the setup margin: 8 / 8
pin swaps: 2 / 6
==> worst max path at each step <==
stage	startpoint	endpoint	slack [ns]	depth (start not counted)
after CTS	MEM[1][3]	rdata[3]	-0.009	4
final	raddr[0]	rdata[5]	0.07	7
after global routing	MEM[11][1]	rdata[1]	0.001	4
Power figures rest on the tool's default switching activity, not on a simulated workload.
